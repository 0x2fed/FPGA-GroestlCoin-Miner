File: design/flow/design.v
module serial_receive_2(clk, RxD, is_last, nonce);
   input      clk;
   input      RxD;
   output [31:0]  nonce;    
   output is_last;  
   wire       RxD_data_ready;
   wire [7:0] RxD_data;   
   reg [31:0] input_buffer;
   reg is_last_reg = 1'b0;
   reg [2:0]   demux_state = 3'b000; 
   assign nonce  	= input_buffer[31:0]; 
   assign is_last = is_last_reg;   
   uart_receiver urx2 (.clk(clk), .uart_rx(RxD), .tx_new_byte(RxD_data_ready), .tx_byte(RxD_data));       
   always @(posedge clk)
     case (demux_state)
	  3'b100: 
	 begin
	    demux_state <= 0;
		is_last_reg <= 1;		
	 end
       default:
	 if(RxD_data_ready)
	   begin
		  is_last_reg <= 0;
	      input_buffer <= input_buffer << 8;
	      input_buffer[7:0] <= RxD_data;
	      demux_state <= demux_state + 3'b001;
	   end else
			is_last_reg <= 0;
     endcase  
endmodule  
module serial_receive(clk, RxD, is_last, data, nonce, target0, target1);
   input      clk;
   input      RxD;
   output [607:0] data;     
   output [31:0]  nonce;    
   output [31:0]  target0;    
   output [31:0]  target1;  
   output is_last;  
   wire       RxD_data_ready;
   wire [7:0] RxD_data;   
   reg [703:0] input_buffer;
   reg is_last_reg = 1'b0;
   reg [6:0]   demux_state = 7'b0000000; 
   assign data   	= input_buffer[703:96];           
   assign nonce  	= input_buffer[95:64];  
   assign target0 	= input_buffer[63:32]; 
   assign target1  	= input_buffer[31:0]; 
   assign is_last = is_last_reg;   
 parameter SERIAL_TIMEOUT = 24'h800000;   
   reg [23:0]  timer = 0;   
    uart_receiver urx (.clk(clk), .uart_rx(RxD), .tx_new_byte(RxD_data_ready), .tx_byte(RxD_data));        
   always @(posedge clk)
     case (demux_state)
	  7'b1011000: 
	 begin
	    demux_state <= 0;
		is_last_reg <= 1;		
	 end
       default:
	 if(RxD_data_ready)
	   begin
		  is_last_reg <= 0;
	      input_buffer <= input_buffer << 8;
	      input_buffer[7:0] <= RxD_data;
	      demux_state <= demux_state + 7'b0000001;
	         timer <= 0;		  
	   end else
	   	      begin
			is_last_reg <= 0;			  
	         timer <= timer + 1;
	         if (timer == SERIAL_TIMEOUT)
	           demux_state <= 0;
	      end
     endcase  
endmodule  
module serial_transmit (clk, TxD, busy, send, word);
   wire TxD_start;
   wire TxD_ready;
   reg [7:0]  out_byte;
   reg        serial_start;
   reg [3:0]  mux_state = 4'b0000;
   assign TxD_start = serial_start;
   input      clk;
   output     TxD;
   input [31:0] word;
   input 	send;
   output 	busy;
   reg [31:0] 	word_copy;
   assign busy = (|mux_state);
   always @(posedge clk)
     begin
	if (!busy && send)
	  begin
	     mux_state <= 4'b1000;
	     word_copy <= word;
	  end  
	else if (mux_state[3] && ~mux_state[0] && TxD_ready)
	  begin
	     serial_start <= 1;
	     mux_state <= mux_state + 4'b0001;
	     out_byte <= word_copy[31:24];
	     word_copy <= (word_copy << 8);
	  end
	else if (mux_state[3] && mux_state[0])
	  begin
	     serial_start <= 0;
	     if (TxD_ready) mux_state <= mux_state + 4'b0001;
	  end
     end
    uart_transmitter utx (.clk(clk), .uart_tx(TxD), .rx_new_byte(TxD_start), .rx_byte(out_byte), .tx_ready(TxD_ready));
endmodule  
module uart_transmitter (
	input clk,
	output uart_tx,
	input rx_new_byte,
	input [7:0] rx_byte,
	output tx_ready
);
	parameter comm_clk_frequency = 75000000;
	parameter baud_rate = 115200;
	localparam [15:0] baud_delay = (comm_clk_frequency / baud_rate) - 1;
	reg [15:0] delay_cnt = 16'd0;
	reg [9:0] state = 10'd1023, outgoing = 10'd1023;
	assign uart_tx = outgoing[0];
	assign tx_ready = state[0] & ~rx_new_byte;
	always @ (posedge clk)
	begin
		delay_cnt <= delay_cnt + 16'd1;
		if (delay_cnt >= baud_delay)
		begin
			delay_cnt <= 16'd0;
			state <= {1'b1, state[9:1]};
			outgoing <= {1'b1, outgoing[9:1]};
		end
		if (rx_new_byte && state[0])
		begin
			delay_cnt <= 16'd0;
			state <= 10'd0;
			outgoing <= {1'b1, rx_byte, 1'b0};
		end
	end
endmodule
File: design/flow/run.sh
#!/bin/bash
# OpenROAD 26Q1-2900-gdf79404cd8, Yosys 0.63+post, stock flow scripts
make -C /OpenROAD-flow-scripts/flow DESIGN_CONFIG=/design/flow/config.mk WORK_HOME=/design/flow/orfs finish
File: design/flow/config.mk
export PLATFORM = sky130hd
export DESIGN_NAME = serial_transmit
export DESIGN_NICKNAME = serial_transmit
export VERILOG_FILES = /design/flow/design.v
export SDC_FILE = /design/flow/constraint.sdc
export NUM_CORES = 4
export LEC_CHECK = 1
export CORE_UTILIZATION = 30
File: design/flow/constraint.sdc
current_design serial_transmit

set clk_period 5.4
set clk_io_pct 0.2

create_clock -name clk0 -period $clk_period [get_ports {clk}]

set non_clock_inputs [all_inputs -no_clocks]
set_input_delay [expr $clk_period * $clk_io_pct] -clock clk0 $non_clock_inputs
set_output_delay [expr $clk_period * $clk_io_pct] -clock clk0 [all_outputs]
==> out/results.ini <==
[clocking]
cts_buffer_depth=2
clk_latency_ns=0.34
path_clk_slew_ns=0.07
root_buffer=clkbuf_8
clock_sinks=80
cts_buffers=9
cts.hold.buffers_added=0
htreeDepth=3
cts_resized=0
cts_setup_buffers=0
cts_tree=built

[drt]
drt_wl_total_um=4810
postRouteAntennaNets=0
drc=0
drt_iter0_markers=85
insertedDiodeCount=0
vias=2014
via_per_inst=4.20
dr.pass1.iters=4
wl_per_cell_um=10.0

[final_timing]
slew_viol_final=0
finalClockPeriodUsage_pct=51.5
worst_pin_slew_ns=0.605
relSlewSlack_pct=59.5
rsz0062_at_grt=no
finalHoldViolCount=0
setup_viol=0
finClkSkew_ns=0.0116
fin_crit_ns=2.78
setup_tns_ns=0
fmax_ghz=0.360

[synth]
synth_flops=80
yosys_warnings=2
synthDominantCellAreaShare_pct=46.2
synthTopCellsByCount=nand2_1, edfxtp_1, dfxtp_1, inv_1, nor2_1
synth.avg_cell_area_um2=10.8
yosys_cells=295
yosys_area_um2=3180
yosys.cell_types.count=33
edf_count=49
synth_area_um2=3180
yosys.area.top_type=edfxtp_1
synth.most_common_cell=nand2_1
synthesis.instances=295
synthArstFlopShare_pct=0
yosys-top-cells-area=edfxtp_1, dfxtp_1, nand2_1
yosys_most_used_dff=edfxtp_1
ys_seq_share_pct=65.7

[critical_path]
timing.rr.start=serial_start
crit_arrival_ns=1.70
worst-r2r-cell-count=4
cp_data_required_time_ns=4.32
crit_type=reg -> out
end_kind=primary output
r2r-end=word_copy[9]
worst-r2r-setup-slack_ns=3.30
crit_fanout=9
start_kind=flip-flop

[power_and_ir_drop]
pwr-share-seq_pct=53.4
power.leakage_nw=1.39
p_sw_share_pct=23.4
p_switching_w=0.000328
ir_worst_vdd_mv=0.185
internal_power_w=0.00107
power_density_nw_per_um2=357
p_comb_share_pct=12.8
clkPwrFrac_pct=33.8

[layout]
area_delta_synth_final_pct=23.4
fill_cells=968
regArea_um2=2090
mi_logic_area_um2=1000
postLayoutCoreUtil_pct=38.0
drive_above_1_share_pct=9.30

[floorplan]
rows=37
die_height_um=105
core_area_um2=10300
chipArea_um2=11000
dieWidth_um=105
io_pins=36
initCoreUtil_pct=30.8

[global_routing]
grt_max_degree=35
grt_usage_pct=9.80
grt_pass1_wl_um=8550
antenna_found_initial=0
grt_pass1_vias=1930
grt_overflow=0

[job]
tool_warnings=27
max-cap-violations=0

[worst_hold_path]
min-delay-start=word_copy[30]
hp-class=reg -> reg
hold_end=out_byte[6]
min_path_cells=0

[placement]
gp_congestion=0.746
dpl.hpwl_um=3070
port_buffers=35

[outcome]
status=completed

area by class of cell:
class | count | area share (%)
flip-flops and latches | 80 | 53.3
inverters | 15 | 1.43
well taps | 136 | 4.33
clock inverters | 7 | 2.42
clock buffers | 9 | 3.15
multi-input cells | 193 | 25.5
repair buffers | 40 | 9.88
power by group through the flow:
stage | clock, W | sequential, W | combinational [W]
final | 0.000474 | 0.000748 | 0.000180
after global routing | 0.000515 | 0.000757 | 0.000207
after CTS | 0.000489 | 0.000749 | 0.000182
per-layer routing:
metal  wire length (µm)  track usage, %  up-vias
li1                   -               -     1070
met4                 50            1.21        0
met3                216            2.73        7
met1               2460            14.8      902
met5                  0               0        -
met2               2080            15.2       35
cells by family after synthesis:
logic type | after synthesis | share of synthesized area [%]
and+or+nand+nor | 146 | 19.5
DFF | 80 | 65.7
AOI/OAI and AO/OA | 28 | 7.15
buffers and inverters | 27 | 3.50
xor gates and xnor gates | 9 | 2.48
adders and majority gates | 4 | 1.57
other | 1 | 0.118
worst max-delay path by stage:
stage | startpoint | endpoint | slack (ns) | cells past startpoint
4_1_cts | mux_state[0] | busy | 2.59 | 4
5_1_grt | mux_state[0] | busy | 2.50 | 4
6_report | mux_state[0] | busy | 2.62 | 4
through the flow:
stage               hold slack, ns  total power, W  instance area, µm²  std cells  setup slack, ns
floorplan                    0.400        0.000886                3200        300             1.84
global placement             0.402        0.000938                3710        464             2.59
detailed placement           0.405        0.000943                3710        464             2.58
CTS                          0.422         0.00142                3930        480             2.59
global route                 0.435         0.00148                3930        480             2.50
finish                       0.422         0.00140                3930        480             2.62
placed cells by master, fill, tap and decap left out, types with 3 or more instances in the layout:
| cell type | Yosys | routed |
|---|---|---|
| nand2_1 | 103 | 103 |
| edfxtp_1 | 49 | 49 |
| clkdlybuf4s50_1 | 0 | 35 |
| dfxtp_1 | 31 | 31 |
| inv_1 | 15 | 15 |
| nor2_1 | 14 | 14 |
| and2_1 | 9 | 9 |
| clkbuf_8 | 0 | 9 |
| o21ai_0 | 9 | 8 |
| o22ai_2 | 8 | 8 |
| nand3_1 | 7 | 7 |
| xnor2_1 | 7 | 7 |
| conb_1 | 1 | 6 |
| buf_4 | 2 | 5 |
| ha_1 | 4 | 4 |
| nor3_1 | 3 | 3 |
| clkinvlp_4 | 0 | 3 |
worst max-delay path, cell delays in order, from the launching register on:
cell,delay (ns)
dfxtp_1,0.51
inv_1,0.08
ha_1,0.25
nand2_1,0.07
clkdlybuf4s50_1,0.46
sequential cells by signal (all words and copies together), names as in the netlist:
signal,count
mux_state,4
out_byte,8
serial_start,1
utx.delay_cnt,16
utx.outgoing,9
utx.state,10
word_copy,32
No activity file was given, so power comes from the tool's default toggle rates.

==> /design/flow/design.v <==
module serial_receive_2(clk, RxD, is_last, nonce);
   input      clk;
   input      RxD;
   output [31:0]  nonce;    
   output is_last;  
   wire       RxD_data_ready;
   wire [7:0] RxD_data;   
   reg [31:0] input_buffer;
   reg is_last_reg = 1'b0;
   reg [2:0]   demux_state = 3'b000; 
   assign nonce  	= input_buffer[31:0]; 
   assign is_last = is_last_reg;   
   uart_receiver urx2 (.clk(clk), .uart_rx(RxD), .tx_new_byte(RxD_data_ready), .tx_byte(RxD_data));       
   always @(posedge clk)
     case (demux_state)
	  3'b100: 
	 begin
	    demux_state <= 0;
		is_last_reg <= 1;		
	 end
       default:
	 if(RxD_data_ready)
	   begin
		  is_last_reg <= 0;
	      input_buffer <= input_buffer << 8;
	      input_buffer[7:0] <= RxD_data;
	      demux_state <= demux_state + 3'b001;
	   end else
			is_last_reg <= 0;
     endcase  
endmodule  
module serial_receive(clk, RxD, is_last, data, nonce, target0, target1);
   input      clk;
   input      RxD;
   output [607:0] data;     
   output [31:0]  nonce;    
   output [31:0]  target0;    
   output [31:0]  target1;  
   output is_last;  
   wire       RxD_data_ready;
   wire [7:0] RxD_data;   
   reg [703:0] input_buffer;
   reg is_last_reg = 1'b0;
   reg [6:0]   demux_state = 7'b0000000; 
   assign data   	= input_buffer[703:96];           
   assign nonce  	= input_buffer[95:64];  
   assign target0 	= input_buffer[63:32]; 
   assign target1  	= input_buffer[31:0]; 
   assign is_last = is_last_reg;   
 parameter SERIAL_TIMEOUT = 24'h800000;   
   reg [23:0]  timer = 0;   
    uart_receiver urx (.clk(clk), .uart_rx(RxD), .tx_new_byte(RxD_data_ready), .tx_byte(RxD_data));        
   always @(posedge clk)
     case (demux_state)
	  7'b1011000: 
	 begin
	    demux_state <= 0;
		is_last_reg <= 1;		
	 end
       default:
	 if(RxD_data_ready)
	   begin
		  is_last_reg <= 0;
	      input_buffer <= input_buffer << 8;
	      input_buffer[7:0] <= RxD_data;
	      demux_state <= demux_state + 7'b0000001;
	         timer <= 0;		  
	   end else
	   	      begin
			is_last_reg <= 0;			  
	         timer <= timer + 1;
	         if (timer == SERIAL_TIMEOUT)
	           demux_state <= 0;
	      end
     endcase  
endmodule  
module serial_transmit (clk, TxD, busy, send, word);
   wire TxD_start;
   wire TxD_ready;
   reg [7:0]  out_byte;
   reg        serial_start;
   reg [3:0]  mux_state = 4'b0000;
   assign TxD_start = serial_start;
   input      clk;
   output     TxD;
   input [31:0] word;
   input 	send;
   output 	busy;
   reg [31:0] 	word_copy;
   assign busy = (|mux_state);
   always @(posedge clk)
     begin
	if (!busy && send)
	  begin
	     mux_state <= 4'b1000;
	     word_copy <= word;
	  end  
	else if (mux_state[3] && ~mux_state[0] && TxD_ready)
	  begin
	     serial_start <= 1;
	     mux_state <= mux_state + 4'b0001;
	     out_byte <= word_copy[31:24];
	     word_copy <= (word_copy << 8);
	  end
	else if (mux_state[3] && mux_state[0])
	  begin
	     serial_start <= 0;
	     if (TxD_ready) mux_state <= mux_state + 4'b0001;
	  end
     end
    uart_transmitter utx (.clk(clk), .uart_tx(TxD), .rx_new_byte(TxD_start), .rx_byte(out_byte), .tx_ready(TxD_ready));
endmodule  
module uart_receiver (
	input clk,
	input uart_rx,
	output reg tx_new_byte = 1'b0,
	output reg [7:0] tx_byte = 8'd0
);
	parameter comm_clk_frequency = 75000000;
	parameter baud_rate = 115200;
	localparam [15:0] baud_delay = (comm_clk_frequency / baud_rate) - 1;
	wire rx;
	uart_filter uart_fitler_blk (
		.clk (clk),
		.uart_rx (uart_rx),
		.tx_rx (rx)
	);
	reg old_rx = 1'b1, idle = 1'b1;
	reg [15:0] delay_cnt = 16'd0;
	reg [8:0] incoming = 9'd0;
	always @ (posedge clk)
	begin
		old_rx <= rx;
		tx_new_byte <= 1'b0;
		delay_cnt <= delay_cnt + 16'd1;
		if (delay_cnt == baud_delay)
			delay_cnt <= 0;
		if (idle && old_rx && !rx)     
		begin
			idle <= 1'b0;
			incoming <= 9'd511;
			delay_cnt <= 16'd0;    
		end
		else if (!idle && (delay_cnt == (baud_delay >> 1)))
		begin
			incoming <= {rx, incoming[8:1]};     
			if (incoming == 9'd511 && rx)        
				idle <= 1'b1;
			if (!incoming[0])     
			begin
				idle <= 1'b1;
				if (rx)
				begin
					tx_new_byte <= 1'b1;
					tx_byte <= incoming[8:1];
				end
			end
		end
	end
endmodule
module uart_filter (
	input clk,
	input uart_rx,
	output reg tx_rx = 1'b0
);
	reg rx, meta;
	always @ (posedge clk)
		{rx, meta} <= {meta, uart_rx};
	wire sample0 = rx;
	reg sample1, sample2;
	always @ (posedge clk)
	begin
		{sample2, sample1} <= {sample1, sample0};
		if ((sample2 & sample1) | (sample1 & sample0) | (sample2 & sample0))
			tx_rx <= 1'b1;
		else
			tx_rx <= 1'b0;
	end
endmodule
==> /design/flow/run.sh <==
#!/bin/bash
# OpenROAD 26Q1-2900-gdf79404cd8, Yosys 0.63+post, stock flow scripts
make -C /OpenROAD-flow-scripts/flow DESIGN_CONFIG=/design/flow/config.mk WORK_HOME=/design/flow/orfs finish
==> /design/flow/config.mk <==
export PLATFORM = sky130hd
export DESIGN_NAME = serial_receive_2
export DESIGN_NICKNAME = serial_receive_2
export VERILOG_FILES = /design/flow/design.v
export SDC_FILE = /design/flow/constraint.sdc
export NUM_CORES = 4
export LEC_CHECK = 1
export CORE_UTILIZATION = 30
==> /design/flow/constraint.sdc <==
current_design serial_receive_2

set clk_period 2.9
set clk_io_pct 0.2

create_clock -name clk0 -period $clk_period [get_ports {clk}]

set non_clock_inputs [all_inputs -no_clocks]
set_input_delay [expr $clk_period * $clk_io_pct] -clock clk0 $non_clock_inputs
set_output_delay [expr $clk_period * $clk_io_pct] -clock clk0 [all_outputs]
==> job_summary.md <==
### Flow metrics

| Metric | Value |
|---|---|
| Vias per inst | 4.37 |
| Seq share, synth | 72.8% |
| Fp util | 30.7% |
| Final Worst Setup Slack | 0.989 ns |
| Root Buffer | clkbuf_8 |
| Top Ports | 35 |
| CP startpoint kind | flip-flop |
| PortBufs | 34 |
| Hold WC Path Type | flip-flop to flip-flop |
| Tool warnings | 28 |
| Die width | 96.3 µm |
| Basic Gates by Area | 13.5% |
| GRT Total Usage | 9.30% |
| CTS resizes | 0 |
| Largest net degree at the start of global routing | 23 |
| Most flops, register | input_buffer |
| Max Slew Vio Count | 0 |
| Synth warnings | 3 |
| CORE AREA | 0.00868 mm² |
| Hold-fix buffers, CTS | 0 |
| Multiplexer share | 3.75% |
| Number of remaining DRC errors | 0 |
| Placer Congestion | 0.809 |
| Logic area | 687 µm² |
| Setup bufs post-CTS | 0 |
| Placed Area | 0.00315 mm² |
| Number of max-cap violations | 0 |
| CP Data Required Time | 2.93 ns |
| Top flop regs | input_buffer (32), urx2.delay_cnt (16), urx2.incoming (9) |
| Fillers | 844 |
| DR pass1 iterations | 6 |
| Syn Area/Cell | 14.0 µm² |
| Worst rel slew slack | 63.8% |
| Initial antenna violation count | 0 |
| #FFs+latches synth | 77 |
| Wire per inst | 10.7 µm |
| Hold Vio Cnt, Final | 0 |
| Die ar. | 0.00927 mm² |
| Final instance area | 0.00335 mm² |
| Highest clock rate | 523 MHz |
| CP Data Arrival Time | 1.94 ns |
| Area grow syn2layout | 25.6% |
| Crit Path Max Fanout | 22 |
| Place WS | 0.952 ns |
| Unrepaired setup endpoints after global routing | false |
| Clock buffer depth | 2 |
| Cell type with the largest total area | edfxtp_1 |
| Post-Synthesis Cells | 191 |
| Synth top area cells | edfxtp_1 (45%), dfxtp_1 (28%), mux2i_1 (3.8%) |
| DRT iter0 DRCs | 55 |
| Total Wirelength | 3730 µm |
| Final setup fails | 0 |
| Tightest Pin Transition | 0.542 ns |
| Clock latency (worst-skew pair) | 0.34 ns |
| # diodes | 0 |
| Crit end category | flip-flop |
| Row cnt | 34 |
| Post-Synth Adder-Cell Area | 2.72% |
| Layout cells sized above 1 | 8.75% |
| Leak | 0.00124 µW |
| Distinct lib cells | 30 |
| Yosys stat area | 0.00267 mm² |
| CTS Buf Count | 9 |
| Clock transition at path regs | 0.08 ns |
| Dpl cells | 332 |
| Fin cells | 348 |
| Flop area | 0.00194 mm² |
| Final clock skew | 0.00917 ns |
| Total grt overflow | 0 |
| Post-DRT Antenna Nets | 0 |
| HPWL after DPL | 2490 µm |
| H-tree Lvls | 3 |
| Cycle use final | 65.9% |
| Sink Count | 77 |
| Yosys Instances | 191 |
| Status | finished, final reports clean |
| Minimum clock period | 1.91 ns |
| XOR Share, Synth | 4.27% |
| Max reg flops | 32 |
| Vias in the first global route | 1432 |
| Area leader share | 45.0% |
| CTS tree | yes |
| And-or/or-and share of the synthesized area | 1.45% |
| Die y size | 96.3 µm |
| Fin Setup TNS | 0 ns |
| Global-route wire length before repair | 6490 µm |
| Peak supply drop | 430 µV |
| Top logic family | simple AND/OR/NAND/NOR gates |
| Pwr/cell area | 666 mW/mm² |
| Vias post-DR | 1520 |
| Crit path kind | flip-flop to flip-flop |
| Post-synthesis cell area | 0.00267 mm² |
[cell usage after synthesis, drive strengths merged]
cell type / instances
nand3: 6
nand3b: 2
maj3: 1
dfxtp: 37
clkbuf: 3
o31a: 1
buf: 1
and2: 1
mux2i: 10
or3: 2
inv: 6
o21ai: 4
or4: 1
xor2: 3
nor4: 4
nor4b: 1
edfxtp: 40
a21oi: 2
nor2b: 1
nor3: 5
nor4bb: 2
nor2: 17
and3: 1
nor3b: 2
nand2: 17
nand4: 6
xnor2: 10
ha: 5
[final timing paths]
path | start | endpoint | slack, ns | depth (start not counted)
max reg2reg | demux_state[0]$_SDFFE_PP0P_ | input_buffer[23]$_DFFE_PP_ | 0.99 | 5
min | urx2.uart_fitler_blk.meta$_DFF_P_ | urx2.uart_fitler_blk.rx$_DFF_P_ | 0.33 | 0
min reg2reg | urx2.uart_fitler_blk.meta$_DFF_P_ | urx2.uart_fitler_blk.rx$_DFF_P_ | 0.33 | 0
max | demux_state[0]$_SDFFE_PP0P_ | input_buffer[23]$_DFFE_PP_ | 0.99 | 5
[area by class of cell]
class	count	area share, %
well taps	108	4.04
clock inverters	6	2.13
inverters	6	0.673
repair buffers	37	10.8
flip-flops and latches	77	58.0
clock buffers	10	3.81
multi-input cells	104	20.5
[stage by stage]
stage / hold slack, ns / power, µW / utilization (%)
2_1_floorplan: 0.310 / 1420 / -
3_3_place_gp: 0.313 / 1460 / 36.3
3_5_place_dp: 0.316 / 1470 / 36.3
4_1_cts: 0.334 / 2260 / 38.6
5_1_grt: 0.346 / 2350 / 38.6
6_report: 0.332 / 2230 / 38.6
[cells by family after synthesis]
logic type	Yosys count
buf+inv	10
xor+xnor	13
compound gates	7
simple gates	68
flops	77
fa+ha+maj	6
mux	10
[cell usage in the layout, fill, tap and decap left out, types with 2 or more instances in the layout]
cell / instances
nand3_1: 5
nand3b_1: 2
dfxtp_1: 37
inv_1: 6
nor4bb_1: 2
or3_1: 2
nor4_1: 4
a21oi_1: 2
nand4_1: 6
mux2i_1: 10
clkinvlp_4: 2
edfxtp_1: 40
nand2_1: 17
xor2_1: 3
nor2_1: 17
inv_6: 2
ha_1: 5
nor3_1: 5
nor3b_1: 2
o21ai_0: 4
buf_4: 3
xnor2_1: 10
clkbuf_8: 9
clkdlybuf4s50_1: 34
[power breakdown]
part,switching (µW),internal (µW),total (µW)
Clock,381,405,786
Sequential,82.1,1200,1280
Combinational,84.0,81.5,166
[per-layer routing]
metal | up-vias | track usage [%] | wire, µm
li1 | 773 | - | -
met1 | 694 | 13.3 | 1750
met2 | 49 | 13.9 | 1570
met3 | 4 | 4.34 | 378
met4 | 0 | 0.995 | 37
met5 | - | 0 | 0
[critical path, stage by stage (launching register included)]
cell and delay (ns):
dfxtp_1 0.37, inv_1 0.06, ha_1 0.19, and2_1 0.19, nor2b_2 0.42, buf_4 0.37
No activity file was given, so power comes from the tool's default toggle rates.
